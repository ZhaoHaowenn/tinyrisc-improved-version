==> design.v <==
module pc_reg(   
   input wire clk,
	input wire rst,
	input wire jump_flag,    
	input wire[31:0] jump_addr,    
	input wire[2:0] hold_flag,    
	input wire jtag_reset_flag,   
	output reg[31:0] pc_o   
);
   always @(posedge clk) begin
	   if( (rst==1'b0) || (jtag_reset_flag==1'b1))
		   begin
		   pc_o=32'h0;
			end
		else if(jump_flag==1'b1)
		   begin
			pc_o=jump_addr;
			end
	   else if(hold_flag >=3'b001)
		   begin
			pc_o=pc_o;
			end
		else 
		   begin
			pc_o=pc_o+4'h4;
			end
	end
endmodule
==> run.sh <==
#!/bin/bash
# OpenROAD 26Q1-2900-gdf79404cd8, Yosys 0.63+post, stock flow scripts
make -C /OpenROAD-flow-scripts/flow DESIGN_CONFIG=/design/flow/config.mk WORK_HOME=/design/flow/orfs finish
==> config.mk <==
export PLATFORM = sky130hd
export DESIGN_NAME = pc_reg
export DESIGN_NICKNAME = pc_reg
export VERILOG_FILES = /design/flow/design.v
export SDC_FILE = /design/flow/constraint.sdc
export NUM_CORES = 4
export LEC_CHECK = 1
export CORE_UTILIZATION = 30
==> constraint.sdc <==
current_design pc_reg

set clk_period 5.1
set clk_io_pct 0.2

create_clock -name clk0 -period $clk_period [get_ports {clk}]

set non_clock_inputs [all_inputs -no_clocks]
set_input_delay [expr $clk_period * $clk_io_pct] -clock clk0 $non_clock_inputs
set_output_delay [expr $clk_period * $clk_io_pct] -clock clk0 [all_outputs]
==> results.sh <==
# implementation run metrics
export IMPL_fin_crit_ns=2.89
export IMPL_cp_num_cells=6
export IMPL_cts_tree="done"
export IMPL_via_per_inst=4.73
export IMPL_port_buffers=70
export IMPL_synth_area_mm2=0.00183
export IMPL_drc=0
export IMPL_antenna_found_initial=0
export IMPL_htree_levels=2
export IMPL_holdWs_ns=0.495
export IMPL_synthCells=230
export IMPL_fillers=590
export IMPL_cp_slowest_cell="nor3_1"
export IMPL_relSlewSlack_pct=54.6
export IMPL_critical_path_startpoint_type="input pin"
export IMPL_grtUsageTotal_pct=15.3
export IMPL_topCombFamilyByArea="simple AND/OR/NAND/NOR gates"
export IMPL_synthXorXnorAreaFrac_pct=13.9
export IMPL_place_congestion=0.845
export IMPL_synth_cellmix_compoundShare_pct=14.9
export IMPL_n_antenna_cell=0
export IMPL_total_power_mw=0.622
export IMPL_grt_pass1_wl_mm=7.60
export IMPL_holdBufCountCts=0
export IMPL_post_cts_buffers=0
export IMPL_cts_clk_slew_worst_paths_ns=0.07
export IMPL_antenna_left=0
export IMPL_fin_crit_sh_pct=56.7
export IMPL_cts_root_buf="clkbuf_8"
export IMPL_end_kind="register"
export IMPL_cp_num_buf_inv=1
export IMPL_logic_area_mm2=0.00107
export IMPL_outcome="finished clean"
export IMPL_regArea_um2=641
export IMPL_drt_wl_total_mm=4.51
export IMPL_mux_share_pct=3.84
export IMPL_edf_count=0
export IMPL_post_synth_cell_area_avg_um2=7.94
export IMPL_cp_data_arrival_time_ns=3.07
export IMPL_use_met3_pct=4.41
export IMPL_clockBufferDepth=2
export IMPL_rows=28
export IMPL_synth_flops=32
export IMPL_finalHoldViolCount=0
export IMPL_ff_type="dfxtp_1"
export IMPL_place_area_mm2=0.00259
export IMPL_p_leak_nw=1.04
export IMPL_tool_warnings=25
export IMPL_simple_gate_area_share_pct=25.4
export IMPL_synth_warnings=1
export IMPL_r2r_slack_ns=3.03
export IMPL_cts_repair_resized=0
export IMPL_die_w_um=80.0
export IMPL_final_max_slew_viol_count=0
export IMPL_finalNonFillerCells=374
export IMPL_hpwl_mm=3.28
export IMPL_grt_pass1_vias=1650
export IMPL_cts_buffers_inserted=5
export IMPL_ir_drop_mv=0.146
export IMPL_crit_required_ns=5.28
export IMPL_tns_ns=0
export IMPL_fin_skew_ns=0.00895
export IMPL_clk_latency_ns=0.28
export IMPL_pre_cts_ws_ns=1.88
export IMPL_utilization_pct=46.1
export IMPL_drive_above_1_share_pct=4.35
export IMPL_critPathKind="in2reg"
export IMPL_cp_slowest_stage_delay_ns=0.59
export IMPL_largest_reg_flops=32
export IMPL_setup_slack_ns=2.21
export IMPL_clock_fmax_mhz=346
export IMPL_ys_seq_share_pct=35.1
export IMPL_ys_cells=230
export IMPL_busiest_layer="met2"
export IMPL_powerDensity_mw_per_mm2=229
export IMPL_setup_viol=0
export IMPL_grt_overflow_total=0
export IMPL_chip_area_mm2=0.00641
export IMPL_crit_family="simple AND/OR/NAND/NOR gates"
export IMPL_drt_first_pass_iters=4
export IMPL_syn_to_final_growth_pct=48.6
export IMPL_placedCellCount=366
export IMPL_numClockSinks=32
export IMPL_globalRouteMet2Util_pct=24.4
export IMPL_rsz0062_at_grt="false"
export IMPL_path_cells="clkdlybuf4s50_1 > nor3_1 > nand3_1 > nor4_1 > xor2_1 > o21a_1"
export IMPL_max_cap_viol_count=0
export IMPL_grt_max_degree=59
export IMPL_startpoint="hold_flag[1]"
export IMPL_fa_ha_area_share_pct=0.685
export IMPL_crit_path_end="pc_o[23]$_SDFFE_PP0P_"
export IMPL_drt_initial_drc_count=98
export IMPL_rr_startpoint="pc_o[4]$_SDFFE_PP0P_"
export IMPL_coreArea_mm2=0.00589
export IMPL_use_met1_pct=21.8
export IMPL_ys_async_sr_fraction_pct=0
export IMPL_io_pins=71
export IMPL_fp_util_pct=31.0
export IMPL_r2r_end="pc_o[29]$_SDFFE_PP0P_"
export IMPL_cp_max_fo=6
export IMPL_worst_slew_pin_slew_ns=0.676
export IMPL_synth_cell_type_count=29
export IMPL_hold_path_class="reg2reg"
export IMPL_vias=1768
export IMPL_reg2reg_depth=5
export IMPL_post_drt_wl_per_cell_um=12.1
export IMPL_yosysChipArea_mm2=0.00183
export IMPL_fin_area_mm2=0.00272
export IMPL_die_h_um=80.0
worst register-to-register path, cell delays in order, from the launching register on:
cell and delay (ns):
dfxtp_1 0.44, nand4_1 0.16, or3_1 0.53, or4b_1 0.56, xnor2_1 0.14, o21a_1 0.16
report_power, final:
part	internal, mW	leakage, nW	switching (mW)
logic	0.0576	0.717	0.0282
registers	0.260	0.262	0.0121
clock network	0.172	0.0645	0.0924
total	0.490	1.04	0.133
worst min-delay path by stage:
| stage | slack [ns] | cells past startpoint | from | to |
|---|---|---|---|---|
| 5_1_grt | 0.54 | 2 | pc_o[0]$_SDFFE_PP0P_ | pc_o[0]$_SDFFE_PP0P_ |
| 4_1_cts | 0.50 | 2 | pc_o[0]$_SDFFE_PP0P_ | pc_o[0]$_SDFFE_PP0P_ |
| 6_report | 0.50 | 2 | pc_o[0]$_SDFFE_PP0P_ | pc_o[0]$_SDFFE_PP0P_ |
per-layer routing:
layer | share of wire, % | vias to the layer above | wire (um)
met3 | 6.6 | 2 | 297
met1 | 47 | 795 | 2140
met2 | 46 | 42 | 2060
met5 | 0 | - | 0
met4 | 0.42 | 0 | 19
li1 | - | 929 | -
cells in the final DEF (no fill, tap or decap), types with 2 or more instances in the layout:
master / count
inv_1: 19
mux2i_1: 7
buf_4: 2
o21ai_0: 4
nor4_1: 5
and2_1: 2
nand3_1: 10
xor2_1: 12
a21oi_1: 22
nand2_1: 15
or3_1: 4
dfxtp_1: 32
clkdlybuf4s50_1: 69
nor2b_1: 4
o21a_1: 18
nor2_1: 13
clkbuf_8: 7
nand4_1: 13
nor3_1: 12
xnor2_1: 17
and3_1: 2
synthesized netlist by cell type (7+ instances only):
cell type   n  area, um2
dfxtp_1    32        641
nand3_1    10       50.1
nand2_1    15       56.3
nor3_1     12       60.1
o21a_1     18        135
inv_1      19       71.3
xnor2_1    17        149
nor2_1     13       48.8
xor2_1     12        105
a21oi_1    22        110
clkbuf_1    9       33.8
mux2i_1     7       70.1
nand4_1    13       81.3
cell families (layout without fill, tap and decap cells):
group,after synthesis,in the layout
DFF,32,32
buffers and inverters,30,99
adders and majority gates,1,1
AOI/OAI and AO/OA,45,45
and+or+nand+nor,86,86
xor gates and xnor gates,29,29
muxes,7,7
area by class of cell:
class | count | area share (%)
Clock buffer | 7 | 3.55
Sequential cell | 32 | 23.6
Timing Repair Buffer | 72 | 26.2
Tap cell | 75 | 3.46
Inverter | 19 | 2.63
Clock inverter | 1 | 1.11
Multi-Input combinational cell | 168 | 39.5
No activity file was given, so power comes from the tool's default toggle rates.
