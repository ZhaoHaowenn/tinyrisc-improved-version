### /design/flow/config.mk
export PLATFORM = sky130hd
export DESIGN_NAME = regs
export DESIGN_NICKNAME = regs
export VERILOG_FILES = /design/flow/design.v
export SDC_FILE = /design/flow/constraint.sdc
export NUM_CORES = 4
export LEC_CHECK = 1
export CORE_UTILIZATION = 40
### /design/flow/constraint.sdc
current_design regs

set clk_period 12.2
set clk_io_pct 0.2

create_clock -name clk0 -period $clk_period [get_ports {clk}]

set non_clock_inputs [all_inputs -no_clocks]
set_input_delay [expr $clk_period * $clk_io_pct] -clock clk0 $non_clock_inputs
set_output_delay [expr $clk_period * $clk_io_pct] -clock clk0 [all_outputs]
### /design/flow/design.v
module regs(
   input wire clk,
	input wire rst,
	input wire exw_enable,  
	input wire [4:0] exw_addr,
	input wire [31:0] exw_data,
	input wire jtagw_enable,
	input wire [4:0] jtagw_addr,
	input wire [31:0] jtagw_data,
	input wire [4:0] idr1_addr,
	input wire [4:0] idr2_addr,
	output reg [31:0] idr1_data,
	output reg [31:0] idr2_data,
	output reg [31:0] jtagr_data
);
   reg[31:0] regs[0:31];  
	always @(*) begin      
	   if(idr1_addr==5'h0)
		begin
		idr1_data =32'h0;
		end
		else if(idr1_addr==exw_addr && exw_enable==1'b1)
		begin
		idr1_data=exw_data;
		end
		else begin
		idr1_data=regs[idr1_addr];
		end	
	end
	always @(*) begin
	   if(idr2_addr==5'h0)
		begin
		idr2_data=32'h0;
		end
	   else if(idr2_addr==exw_addr && exw_enable==1'b1)
		begin
		idr2_data=exw_data;
		end
		else begin
		idr2_data=regs[idr2_addr];
		end
	end
	always @ (posedge clk) begin
	   if (rst==1'b1) 
		begin
		   if( (exw_enable==1'b1) && (exw_addr != 5'h0) )
			   begin
			   regs[exw_addr] <= exw_data;
			   end
			else if( (jtagw_enable==1'b1) && (jtagw_addr != 5'h0) )
			   begin
				regs[jtagw_addr] <= jtagr_data;
			   end
		end
	end
	always @ (*) begin
	   if (jtagw_addr == 5'h0)
		   begin
			jtagr_data = 32'h0;
			end
	   else begin
		jtagr_data=regs[jtagw_addr];
		end
	end
endmodule
### /design/flow/run.sh
#!/bin/bash
# OpenROAD 26Q1-2900-gdf79404cd8, Yosys 0.63+post, stock flow scripts
make -C /OpenROAD-flow-scripts/flow DESIGN_CONFIG=/design/flow/config.mk WORK_HOME=/design/flow/orfs finish
==> changes_impl.md <==
### Physical design

- Slew HR: a little over a third
- Post-route ant nets: 0
- H-tree levels: 3
- Vias per cell: 6.86
- Top flop regs: regs x1024
- Latency at later pin: 0.76 ns
- GRT Total Usage: between 30% and 40%
- Worst path slowest cell: o21ba_2
- Clock Skews: 0.0409 ns
- Tcrit/Tclk final: about three quarters
- CP required: around 10 ns
- Critical path buffers and inverters: 3
- Seq cells post-synth: a little over 1000
- Gpl congestion: approximately 0.96
- Largest stage delay, worst path: a little under 0.9 ns
- Number of global-route vias before repair: a little over 40000
- Ys async rst share: 0%
- Status: completed
- Final Power: between 8 and 9 mW
- Tool warnings: between 50 and 60
- Fmax: between 100 and 150 MHz
- Clock Sinks: 1024
- Die x size: 378 um
- Post-synthesis sequential area ratio: 54.4%
- Routed wire per std cell: slightly below 40 um
- Die area: about 0.14 sq mm
- EDFF count, synth: roughly 1000
- Drc violations: 0
- Cell count after synthesis: ~3300
- Crit path kind: input pin to output port
- Number of library cell types mapped by synthesis: around 70
- Core Util at FP: between 40% and 50%
- CTS buffer count: ~110
- PwrDens: ~130 mW/mm^2
- CP top delay family: AND-OR/OR-AND gates
- Worst hold path type: register to register
- Die Ht: between 300 and 400 um
- CTS tree: yes
- Syn_area_per_cell: roughly 17 sq um
- CTS resizes: 0
- Top Ports: approximately 180
- Tightest Pin Transition: 0.960 ns
- Max reg flops: about 1000
- Cell Area, Synth: 0.0565 sq mm
- Hold buffer count at cts: 0
- Max-cap viol count: 0
- Core ar.: around 0.14 sq mm
- Setup violators final: 0
- Post-CTS Repair Setup Buffers: 0
- Initial antenna violation count: 13
- Yosys warnings: 1
- Vias: ~37000
- Clk root buf: clkbuf_16
- First drt pass iteration count: 6
- Area growth, synth to finish: 13.5%
- Yosys Instances: roughly 3300
- P_leak: just over 20 nW
- Arrival time worst endpoint: 6.95 ns
- CP Capture Type: output port
- TNS Setup: 0 ns
- Rows: between 100 and 150
- Port buffer count: ~150
- Detailed placement HPWL: about 130000 um
- Final hold violations: 0
- Worst-path cell chain: buf_2, buf_4, or3_2, nor3_1, o21ba_2, nand2_1, o221ai_1, clkdlybuf4s50_1
- Worst IR Drop VDD: between 100 and 150 uV
- Minimum clock period: between 9 and 10 ns
- Top reg by flops: regs
- Fraction of layout cells with a size suffix above 1: 31.1%
- Reg clk slew, reported paths: approximately 0.06 ns
- Largest fanout on the critical path: 17
- First-pass GRT wire length: roughly 300000 um
- Main synth FF type: edfxtp_1
- Drt total wl: ~210000 um
- Unrepaired setup endpoints after global routing: false
- Largest net degree at the start of global routing: between 80 and 90
- Worst setup SP type: input pin
- Total gr overflow: 0
- Slew Limit Fails: 0
- Chip Area, Yosys: 0.0565 sq mm
- Longest Clk Path Bufs: 3
- Initial DRC count: 2814
kinds of logic (layout without fill, tap and decap cells):
family	count (synthesis)	count (layout)	synth area share [%]
DFF	1024	1024	54.4
muxes	973	973	31.2
AOI/OAI and AO/OA	597	597	7.92
xor gates and xnor gates	10	10	0.155
other	1	34	0.00664
and+or+nand+nor	389	389	3.39
buffers and inverters	327	540	2.88
worst paths after layout:
path	slack, ns	from	to	cells past startpoint
setup / recovery	2.81	idr1_addr[2]	idr1_data[5]	8
hold / removal	1.27	regs[11][7]	regs[8][7]	3
setup reg to reg	9.64	regs[12][9]	regs[27][9]	5
hold reg to reg	1.27	regs[11][7]	regs[8][7]	3
cell type report:
cell class                 count  area (sq um)
antenna                        2          5.00
inverter                       5          18.8
tap                         1876          2350
fill                       11800         75700
clock buffer                 129          2850
timing repair buffer         336          2930
sequential                  1024         30700
multi-input combinational   2001         24700
clock inverter                70           552
per-stage QoR:
step	std cells	util, %	cell area, sq um	setup slack (ns)	hold slack [ns]
final	5443	45.8	64100	2.81	1.27
after global routing	5442	45.8	64100	2.80	1.37
after CTS	5441	45.8	64100	3.05	1.27
after detailed placement	5242	43.4	60700	3.04	1.25
after global placement	5242	43.4	60700	3.02	1.23
after floorplan	3352	-	56600	5.55	1.30
Yosys cell counts, drive strengths merged (9+ instances only):
cell    count  area (sq um)
a211o       9          78.8
a211oi     21           158
a21oi      45           259
a221oi     45           394
a22o        9          78.8
a22oi     211          1580
a31oi      13          81.3
a32o       28           280
and3       16           100
and4       14           123
buf       187          1100
clkbuf    135           508
edfxtp   1024         30700
mux2       36           409
mux2i     310          3110
mux4      627         14100
nand2     144           543
nand2b     15          93.8
nand3      46           230
nand4      13          81.3
nor2       65           254
nor2b      17           106
nor3       24           120
o2111a     12           135
o21ai      54           274
o221ai     36           315
o22ai      73           457
o31ai      11          87.6
report_power, final:
part,internal [mW],switching (mW)
clock,1.82,1.41
combinational,0.455,0.692
sequential,3.94,0.0168
metal layers:
layer	up-vias	GRT usage [%]	wire length (um)	share of wire [%]
met3	652	31.8	48600	23
met5	-	6.66	1260	0.59
met2	3373	43.2	89100	42
met1	18500	35.4	62000	29
li1	14800	-	-	-
met4	54	12.8	11100	5.2
worst min-delay path, delay by kind of cell (launching register included):
| kind | cells | cell delay, ns |
|---|---|---|
| AND-OR/OR-AND | 2 | 0.56 |
| flip-flops | 1 | 0.36 |
| multiplexers | 1 | 0.23 |
cell usage in the layout, fill, tap and decap left out, types with 12 or more instances in the layout:
cell type        count
a211oi_1            21
a21oi_1             42
a221oi_1            45
a22oi_1            211
a31oi_1             12
a32o_1              28
and3_1              16
and4_1              14
buf_4              186
clkbuf_1            18
clkbuf_16          111
clkdlybuf4s50_1    138
clkinv_1            33
clkinv_2            24
conb_1              32
edfxtp_1          1024
mux2_2              35
mux2i_1            309
mux4_2             627
nand2_1            143
nand2b_1            15
nand3_1             45
nand4_1             13
nor2_1              28
nor2_4              34
nor3_1              20
o2111a_1            12
o21ai_0             40
o221ai_1            36
o22ai_1             73
Power and IR drop assume default switching activity.
